===== config.mk =====
export PLATFORM = sky130hd
export DESIGN_NAME = fan_light_pass
export DESIGN_NICKNAME = fan_light_pass
export VERILOG_FILES = /design/flow/design.v
export SDC_FILE = /design/flow/constraint.sdc
export NUM_CORES = 4
export LEC_CHECK = 1
export CORE_UTILIZATION = 30

===== constraint.sdc =====
current_design fan_light_pass

set clk_period 8.1
set clk_io_pct 0.2

create_clock -name clk0 -period $clk_period [get_ports {clk}]

set non_clock_inputs [all_inputs -no_clocks]
set_input_delay [expr $clk_period * $clk_io_pct] -clock clk0 $non_clock_inputs
set_output_delay [expr $clk_period * $clk_io_pct] -clock clk0 [all_outputs]

===== design.v =====
module fan_light_pass (
    input ir1, ir2, ntc,              
    input clk, reset,                 
    input [3:0] password,             
    output reg fan, led,              
    output reg [3:0] an,              
    output reg [6:0] seg,
    output reg dp, 
    inout LED_COM,                    
    output reg gate_open,             
    output reg corridor_light         
);
    assign LED_COM = 1;  
    parameter [3:0] CORRECT_PASSWORD = 4'b1010;
    reg [19:0] timer;  
    reg [3:0] seconds_remaining;
    always @(*) begin
        case (ntc ? count_net : 4'd0)
            4'd0: fan = 0;              
            4'd1, 4'd2, 4'd3: fan = clk_div[6];   
            4'd4, 4'd5, 4'd6: fan = clk_div[5];   
            default: fan = 1;           
        endcase
    end
    reg [1:0] entry_state;
    reg [3:0] count_in;
    reg [3:0] count_net;
    always @(posedge clk or posedge reset) begin
        if (reset) begin
            entry_state <= 0;
            count_in <= 0;
        end else begin
            case (entry_state)
                0: if (~ir1 && ir2) entry_state <= 1;
                1: if (~ir1 && ~ir2) entry_state <= 2;
                2: if (ir1 && ~ir2) begin
                        count_in <= count_in + 1;
                        entry_state <= 0;
                    end
            endcase
        end
    end
    reg [1:0] exit_state;
    reg [3:0] count_out;
    always @(posedge clk or posedge reset) begin
        if (reset) begin
            exit_state <= 0;
            count_out <= 0;
        end else begin
            case (exit_state)
                0: if (ir1 && ~ir2) exit_state <= 1;
                1: if (~ir1 && ~ir2) exit_state <= 2;
                2: if (~ir1 && ir2) begin
                        count_out <= count_out + 1;
                        exit_state <= 0;
                    end
            endcase
        end
    end
    always @(*) begin
        count_net = count_in - count_out;
    end
    always @(posedge clk or posedge reset) begin
        if (reset) begin
            gate_open <= 0;
            corridor_light <= 0;
            timer <= 0;
            seconds_remaining <= 0;
        end else begin
            if (password == CORRECT_PASSWORD) begin
                gate_open <= 1;
                corridor_light <= 1;
                timer <= 20'd5000000;  
                seconds_remaining <= 10;  
            end else if (timer >= 0) begin
                timer <= timer - 1;
                if (timer[19:0] % 100000 == 0 && seconds_remaining > 0)
                    seconds_remaining <= seconds_remaining - 1;
                if (timer == 0) begin
                    gate_open <= 0;
                    corridor_light <= 0;
                end
            end
        end
    end
    reg [3:0] current_digit;
    reg [1:0] mux_sel;         
    always @(posedge clk or posedge reset) begin
        if (reset) begin
            mux_sel <= 0;
            an <= 4'b1111;  
        end else begin
            mux_sel <= mux_sel + 1;  
            case (mux_sel)
                2'b00: begin
                    an <= 4'b1110;  
                    current_digit <= count_net;  
                end
                2'b01: begin
                    an <= 4'b1101;  
                    current_digit <= seconds_remaining;  
                end
                default: an <= 4'b1111;  
            endcase
        end
    end
    always @(*) begin
        case (current_digit)
            4'b0000: seg = 7'b1111110;  
            4'b0001: seg = 7'b0110000;  
            4'b0010: seg = 7'b1101101;  
            4'b0011: seg = 7'b1111001;  
            4'b0100: seg = 7'b0110011;  
            4'b0101: seg = 7'b1011011;  
            4'b0110: seg = 7'b1011111;  
            4'b0111: seg = 7'b1110000;  
            4'b1000: seg = 7'b1111111;  
            4'b1001: seg = 7'b1111011;  
            default: seg = 7'b0000000;  
        endcase
    end
    always @(*) dp = 1'b0;  
    reg [15:0] clk_div;
    wire slow_clk = clk_div[15];
    always @(posedge clk or posedge reset) begin
        if (reset)
            clk_div <= 16'b0;
        else
            clk_div <= clk_div + 1;
    end
endmodule
module simple_pwm25 (input clk, output reg pwm_out);
    reg [7:0] cnt;  
    always @(posedge clk) begin
        cnt <= cnt + 1;
        pwm_out <= (cnt < 64);  
    end
endmodule
module simple_clk_div (input clk, output reg clk_out);
    reg [24:0] cnt;  
    always @(posedge clk) begin
        cnt <= cnt + 1;
        clk_out <= cnt[24];  
    end
endmodule
module simple_pwm75 (input clk, output reg pwm_out);
    reg [7:0] cnt;  
    always @(posedge clk) begin
        cnt <= cnt + 1;
        pwm_out <= (cnt < 192);  
    end
endmodule

===== run.sh =====
#!/bin/bash
# OpenROAD 26Q1-2900-gdf79404cd8, Yosys 0.63+post, stock flow scripts
make -C /OpenROAD-flow-scripts/flow DESIGN_CONFIG=/design/flow/config.mk WORK_HOME=/design/flow/orfs finish

==> flow_metrics.tcl <==
# collected from the flow reports
set metrics [dict create \
    status "finished clean" \
    io_buffer_count 20 \
    postSynthSeqShare 0.301 \
    netlist_area_um2 5040 \
    rsz0062_at_grt "false" \
    wl_met1_mm 5.90 \
    grt_usage 0.145 \
    die_x_um 132 \
    hold_path.class "flop to flop" \
    cts_resized 0 \
    simple_gate_share 0.231 \
    p_leak_nw 2.25 \
    place_congestion 0.930 \
    synth_cell_types 90 \
    top_layer "met4" \
    path_clk_slew_ps 50 \
    num_rows 47 \
    area_growth_pct 13.6 \
    via_count 4387 \
    n_antenna_cell 0 \
    clock_skew_ps 5.79 \
    cts_root_buf "clkbuf_16" \
    power.density_nw_per_um2 194 \
    drtIter0Drc 302 \
    hpwl_mm 9.09 \
    ys_cells 596 \
    ys_sh_adder 0.0487 \
    fillers 1700 \
    rr_worst_depth 15 \
    yosys_area_um2 5040 \
    r2r-start "timer[10]" \
    end_kind "flop" \
    grt.overflow.total 0 \
    grt_pass1_vias 4009 \
    relSlewSlack 0.459 \
    drv_cap 0 \
    hold_viol 0 \
    grt_antenna_before_repair 0 \
    fin_crit_ps 5780 \
    clock_latency_ps 340 \
    min_period_over_period 0.714 \
    grt_pass1_wl_mm 20.3 \
    fp.dieH_um 132 \
    lay_top_count "nor2_1" \
    wl_met2_mm 5.26 \
    ys_top_logic_family "AND-OR/OR-AND gates" \
    clkSinkCount 61 \
    worstSetupPathType "flop to flop" \
    avgViaCountPerCell 5.29 \
    holdBufCountCts 0 \
    drc 0 \
    grt_max_degree 52 \
    xor_area_frac 0.0765 \
    drt_pass1_iterations 5 \
    regToRegSetupSlack_ps 2320 \
    fmax_mhz 173 \
    regToRegEndpoint "seconds_remaining[1]" \
    flop_cell "dfrtp_1" \
    wirelength_mm 12.2 \
    post-cts-setup-buffer-count 0 \
    setup_tns_ps 0 \
    cts_tree "built" \
    clock_path_buffers 2 \
    yosys_warnings 3 \
    worstHoldEndpoint "timer[0]" \
    chipArea_um2 17300 \
    tightest_slew_ps 807 \
    peakVddDrop_mv 0.125 \
    mostFrequentLayoutCells "57 x nor2_1, 48 x nand2_1, 46 x dfrtp_1" \
    ios 26 \
    htree_levels 3 \
    hold_path.startpoint "timer[0]" \
    route.met3.wl_um 624 \
    cts_buffers 9 \
    finalSetupViolations 0 \
    total_power_mw 1.11 \
    synth_cells 596 \
    synthAoiAreaFrac 0.247 \
    mux_share 0.0350 \
    core_area_um2 16500 \
    avgSynthCellArea_um2 8.45 \
    worstSetupStartpointType "flop" \
    hold_depth 1 \
    ys_ff 61 \
    arrival_ps 6000 \
    worstPathRequired_ps 8320 \
    warnings 33 \
    layout-drive-gt1-share 0.102 \
    drtAntennaViolNets 0 \
    fp_util 0.306 \
    synth-edff-count 4 \
    async_flop_share 0.820 \
    slew_viol_final 0 \
    cp_max_fo 18 \
    routedWlPerCell_um 14.7 \
]
-- cell type report --
type | count | area (um^2) | area share
multi-input cells | 474 | 3240 | 0.566
flip-flops and latches | 61 | 1520 | 0.265
repair buffers | 30 | 275 | 0.0481
well taps | 220 | 275 | 0.0481
clock buffers | 9 | 225 | 0.0394
inverters | 29 | 109 | 0.0190
clock inverters | 7 | 82.6 | 0.0144
-- worst max-delay path: stages (launching register included) --
cell	delay, ps
dfrtp_1	720
o21ai_4	190
o311ai_2	620
a211oi_1	200
o221a_2	310
o31ai_2	720
a21oi_1	350
mux2i_1	380
a211o_1	250
o211ai_2	210
nor4_4	440
a21boi_1	210
nor4_1	320
o32ai_2	150
nor3_2	260
mux2_1	340
-- kinds of logic (layout without fill, tap and decap cells) --
family / count (synthesis) / count (layout)
other: 2 / 5
AND/OR/NAND/NOR: 224 / 224
XOR/XNOR: 44 / 44
multiplexers: 17 / 17
flip-flops: 61 / 61
buffers and inverters: 64 / 75
AND-OR/OR-AND: 165 / 165
adder cells (fa/ha/maj): 19 / 19
-- stage by stage --
stage / cells / setup slack (ps) / area, um^2 / hold slack [ps] / util
2_1_floorplan: 599 / 3590 / 5050 / 427 / -
3_3_place_gp: 814 / 2540 / 5420 / 454 / 0.329
3_5_place_dp: 814 / 2440 / 5420 / 454 / 0.329
4_1_cts: 830 / 2420 / 5720 / 464 / 0.348
5_1_grt: 830 / 1920 / 5720 / 489 / 0.348
6_report: 830 / 2320 / 5720 / 464 / 0.348
-- worst max-delay path by stage --
stage	endpoint	slack [ps]	start
after CTS	seconds_remaining[1]	2420	timer[10]
after global routing	seconds_remaining[1]	1920	timer[10]
final	seconds_remaining[1]	2320	timer[10]
-- synthesized netlist by cell type (7+ instances only) --
library cell,number,share of area
nor2_1,57,0.042
nand2_1,48,0.036
dfrtp_1,46,0.23
xnor2_1,35,0.061
nand3_1,32,0.032
a21oi_1,28,0.028
inv_1,28,0.021
o21ai_0,28,0.028
ha_1,18,0.045
or3_1,15,0.019
clkbuf_1,14,0.010
nor3_1,13,0.013
buf_4,12,0.018
mux2i_1,12,0.024
o211ai_1,12,0.018
xor2_1,9,0.016
a211oi_1,8,0.012
nor4_1,8,0.0099
o21a_1,8,0.012
a31oi_1,7,0.0087
and2_1,7,0.0087
dfxtp_1,7,0.028
nand2b_1,7,0.0087
-- flip-flops by register name, indices dropped and copies added, names as in the netlist --
name,cells
an,2
clk_div,7
corridor_light,1
count_in,4
count_out,4
current_digit,4
entry_state,3
exit_state,3
mux_sel,2
seconds_remaining,4
seg,7
timer,20
-- routing by layer --
metal / GRT usage / up-vias
met4: 0.0362 / 0
met2: 0.210 / 115
met1: 0.225 / 2052
met5: 0 / -
met3: 0.0268 / 27
li1: - / 2193
-- power breakdown --
part / switching [mW] / internal (mW)
Sequential: 0.0512 / 0.329
Combinational: 0.201 / 0.136
Clock: 0.149 / 0.242
Total: 0.401 / 0.707
Power figures rest on the tool's default switching activity, not on a simulated workload.
